$ cat /design/flow/config.mk
export PLATFORM = sky130hd
export DESIGN_NAME = round_robin_arbiter
export DESIGN_NICKNAME = round_robin_arbiter
export VERILOG_FILES = /design/flow/design.v
export SDC_FILE = /design/flow/constraint.sdc
export NUM_CORES = 4
export LEC_CHECK = 1
export CORE_AREA = 10 10 87 87
export DIE_AREA = 0 0 97 97
$ cat /design/flow/constraint.sdc
current_design round_robin_arbiter

set clk_period 1.9
set clk_io_pct 0.2

create_clock -name clk0 -period $clk_period [get_ports {clk}]

set non_clock_inputs [all_inputs -no_clocks]
set_input_delay [expr $clk_period * $clk_io_pct] -clock clk0 $non_clock_inputs
set_output_delay [expr $clk_period * $clk_io_pct] -clock clk0 [all_outputs]
$ cat /design/flow/design.v
module round_robin_arbiter ( input            clk              ,
                             input            reset            ,
                             input      [3:0] incoming_requests, 
                             input            enable           ,
                             output reg [3:0] grant_vector     ,
                             output reg [1:0] index            
                           );
reg [1:0] state ;
 always @(posedge clk) begin
        if      (reset)  begin state <= 0 ; 
        end
        else if (enable) begin
            case (state)
            2'b00:  begin
                       if (incoming_requests[0] == 1) begin grant_vector = 4'b0001; index = 2'b00; end  
                  else if (incoming_requests[1] == 1) begin grant_vector = 4'b0010; index = 2'b01; end
                  else if (incoming_requests[2] == 1) begin grant_vector = 4'b0100; index = 2'b10; end
                  else if (incoming_requests[3] == 1) begin grant_vector = 4'b1000; index = 2'b11; end
                  else                                begin grant_vector = 4'b0000; index = 2'b00; end  
                    end 
            2'b01:  begin
                       if (incoming_requests[1] == 1) begin grant_vector = 4'b0010; index = 2'b01; end  
                  else if (incoming_requests[2] == 1) begin grant_vector = 4'b0100; index = 2'b10; end
                  else if (incoming_requests[3] == 1) begin grant_vector = 4'b1000; index = 2'b11; end
                  else if (incoming_requests[0] == 1) begin grant_vector = 4'b0001; index = 2'b00; end
                  else                                begin grant_vector = 4'b0000; index = 2'b00; end  
                    end 
            2'b10:  begin
                       if (incoming_requests[2] == 1) begin grant_vector = 4'b0100; index = 2'b10; end  
                  else if (incoming_requests[3] == 1) begin grant_vector = 4'b1000; index = 2'b11; end
                  else if (incoming_requests[0] == 1) begin grant_vector = 4'b0001; index = 2'b00; end
                  else if (incoming_requests[1] == 1) begin grant_vector = 4'b0010; index = 2'b01; end
                  else                                begin grant_vector = 4'b0000; index = 2'b00; end  
                    end 
            2'b11:  begin
                       if (incoming_requests[3] == 1) begin grant_vector = 4'b1000; index = 2'b11; end  
                  else if (incoming_requests[0] == 1) begin grant_vector = 4'b0001; index = 2'b00; end
                  else if (incoming_requests[1] == 1) begin grant_vector = 4'b0010; index = 2'b01; end
                  else if (incoming_requests[2] == 1) begin grant_vector = 4'b0100; index = 2'b10; end
                  else                                begin grant_vector = 4'b0000; index = 2'b00; end  
                    end 
            endcase
            state <= index ;
        end
        else begin grant_vector = 4'b0   ;
                   index        = 2'b0  ; 
        end
    end
endmodule
$ cat /design/flow/run.sh
#!/bin/bash
# OpenROAD 26Q1-2900-gdf79404cd8, Yosys 0.63+post, stock flow scripts
make -C /OpenROAD-flow-scripts/flow DESIGN_CONFIG=/design/flow/config.mk WORK_HOME=/design/flow/orfs finish
==> Slide: Implementation Results <==
Synthesis and Place & Route Summary

CTS
  • Inserted Clock Buffers: 3
  • Clock Path Buffers: 2
  • Post-CTS Repair Setup Buffers: 0
  • Worst-Skew Late Latency: 0.23 ns
  • Sink Count: 10
  • Clock Root Buffer: clkbuf_8
  • # resized after CTS: 0
  • CTS clock-pin slew for the worst setup and hold paths: 0.05 ns
  • Hold Buf Count CTS: 0
  • CTS H-tree lvls: 1
  • CTS tree: yes

Power and ir drop
  • Pwr dens: 663 nW/um2
  • Worst VDD drop: 0.201 mV
  • Leak pwr: 0.312 nW

STA
  • Final Hold Vio Count: 0
  • RSZ-0062 raised after global routing: false
  • Max-slew headroom: 73.1%
  • Clock skew: 0.00293 ns
  • Post-route setup TNS: 0 ns
  • Fmax: 0.649 GHz
  • Worst hold slack: 0.525 ns
  • Max Transition Viols Final: 0
  • Tmin final: 1.54 ns
  • Worst-Margin Slew: 0.402 ns
  • Period utilization: 81.1%
  • Final setup violation count: 0

Routing
  • ANT nets after route: 0
  • DR pass1 iterations: 4
  • Wirelength per Cell: 9.69 um
  • Drt initial violations: 40
  • DR vias/cell: 3.37
  • Routed WL: 1.43 mm
  • # diodes: 0
  • Vias post-DR: 495
  • DRC: 0

Flow run
  • Maximum Capacitance Violations: 0
  • Tool warnings: 25

Setup path
  • Start point of the critical path: incoming_requests[3]
  • R2r startpoint: state[3]
  • Crit path DAT: 1.52 ns
  • Startpoint Class: primary input
  • CP Max Fanout: 12
  • CP endpoint kind: flop
  • Worst Path Class, Setup: primary input to flop
  • CP Data Required Time: 1.88 ns

Min path
  • Hold Path Class: flop to flop
  • Hold Startpoint: state[0]

Run status
  • Status: finished clean

Die
  • Core area: 5640 um2
  • Std cell rows: 27
  • Die area: 9410 um2
  • Chip Width: 97 um
  • Fp util: 11.1%
  • Die Ht: 97 um
  • I/O pins: 13

Logic synthesis
  • Post-Synthesis Cell Area: 628 um2
  • Yosys reg bits: 10
  • Avg Cell Area, Syn: 10.1 um2
  • Cells in synth_stat.txt: 62
  • Seq share, synth: 41.4%
  • Yosys top cell by area: edfxtp_1
  • Synthesized netlist cell count: 62
  • Top cell area share: 28.7%
  • Biggest area cells: edfxtp_1 (29%), dfxtp_1 (13%), a221oi_2 (4.8%), nand2b_4 (4.4%), buf_4 (3.6%)
  • Yosys warnings: 1
  • Chip Area, Yosys: 628 um2
  • Yosys cell types: 31

Final layout
  • Most instantiated logic cells after routing: clkdlybuf4s50_1 (12), edfxtp_1 (6), inv_1 (5), a21oi_1 (4), dfxtp_1 (4)
  • Fill count: 616
  • Most frequent logic cell in the layout: clkdlybuf4s50_1
  • Share of layout cells above drive strength 1: 16.0%
  • Area growth syn-to-layout: 35.9%

GRT
  • Largest net degree at the start of global routing: 13
  • Vias in the first global route: 486
  • Initial antenna violation count: 0
  • GRT Total Usage: 3.01%
  • First-pass GRT wire length: 2.41 mm
  • Total grt overflow: 0

Placement
  • Placer Congestion: 0.774
  • Port Buffer Count: 12
  • Post-DP HPWL: 1.12 mm
per-layer routing:
| metal | global-route usage [%] | vias up | wire, um |
|---|---|---|---|
| met5 | 0 | - | 0 |
| met4 | 0.225 | 0 | 12 |
| met3 | 1.93 | 2 | 152 |
| met2 | 4.19 | 12 | 574 |
| met1 | 3.95 | 224 | 685 |
| li1 | - | 257 | - |
flip-flops by register name (all words and copies together), names as in the netlist:
register / flops
index: 2
grant_vector: 4
state: 4
power breakdown:
group          internal, mW  switching (mW)  leakage [nW]
sequential            0.244         0.00993        0.0944
clock                 0.141          0.0765        0.0231
combinational        0.0508          0.0434         0.194
total                 0.436           0.130         0.312
area by class of cell:
cell class	count	area [um2]	share of cell area, %
tap	72	90.1	10.6
clock inverter	1	3.75	0.440
multi-input combinational	41	300	35.2
inverter	6	22.5	2.64
sequential	10	260	30.5
timing repair buffer	14	135	15.8
clock buffer	3	41.3	4.84
cell usage after synthesis (all sizes together):
| cell type | instances |
|---|---|
| edfxtp | 6 |
| inv | 6 |
| a21oi | 5 |
| buf | 5 |
| o21ai | 5 |
| dfxtp | 4 |
| nand2 | 3 |
| nand2b | 3 |
| a221oi | 2 |
| nand3 | 2 |
| nor2 | 2 |
| nor2b | 2 |
| nor3 | 2 |
| o311ai | 2 |
| o31a | 2 |
| o31ai | 2 |
| a21o | 1 |
| a22oi | 1 |
| and2b | 1 |
| and3 | 1 |
| and3b | 1 |
| mux2i | 1 |
| o211a | 1 |
| o221ai | 1 |
| o311a | 1 |
cell families after synthesis:
kind of cell,synth area share [%]
flip-flops,41.4
AND/OR/NAND/NOR,17.1
AND-OR/OR-AND,29.1
multiplexers,1.59
buffers and inverters,10.8
per-stage QoR:
stage	worst slack [ns]	instances	area (um2)	utilization (%)	power, mW
floorplan	0.784	62	628	-	0.310
detailed placement	0.111	143	808	14.3	0.353
global route	0.254	147	853	15.1	0.595
global placement	0.120	143	808	14.3	0.352
CTS	0.358	147	853	15.1	0.575
finish	0.359	147	853	15.1	0.566
worst max-delay path, cell delays in order:
cell,delay (ns)
clkdlybuf4s50_1,0.71
nor2b_1,0.09
o311ai_1,0.27
nor2_1,0.07
worst paths after layout:
kind	to	cells past startpoint	slack (ns)
worst min-delay path	state[2]	1	0.53
worst max register to register	grant_vector[0]	3	0.72
worst max-delay path	grant_vector[2]	4	0.36
worst min register to register	state[2]	1	0.53
Power and IR drop assume default switching activity.
